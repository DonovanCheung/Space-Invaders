===== /design/flow/design.v =====
`timescale 1ns / 1ps
module ee354_spinvaders_sm(Clk, reset, L, R, shoot, topY, midY, botY, position, projectileX, projectileY, returnX, returnY,
	alien1X, alien2X,alien3X,alien4X,alien5X,alien6X,alien7X,alien8X,alien9X,alien10X,alien11X,alien12X,alien13X,alien14X,alien15X, score  
		);
    input Clk, reset;
	 input L, R;
	 input shoot;
	 output[9:0] topY, midY, botY;
	 output[3:0] score;
	 output reg[9:0] position;
	 output reg[9:0] alien1X, alien2X,alien3X,alien4X,alien5X;
	 output reg[9:0] alien6X, alien7X,alien8X,alien9X,alien10X;
	 output reg[9:0] alien11X, alien12X,alien13X,alien14X,alien15X;
	 reg[9:0] topY, midY, botY, base;
	 reg[3:0] score;
	 reg[3:0] direction;
	 wire gameOver;
	 output reg[9:0] returnX, returnY;
	 reg[3:0] alienSel;
	 output reg[9:0] projectileX, projectileY;
    initial
	 begin
	end
	assign gameOver = (score == 15) || (botY > 410) || ( returnY > 415 && returnY < 435 && returnX > position-10 && returnX < position+10);
    always @(posedge Clk)  
		begin
			if(reset || gameOver)
			begin
				position <= 300;
			end
			else if(R && ~L)
				position <= position+5;
			else if(L && ~R)
				position <= position-5;
		end
	always @(posedge Clk)  
	begin
		if(reset)
		begin
			alienSel <= 1;
			returnX <= 0;
			returnY <= 0;
		end
		else if( returnY >= 480 )
		begin
			case(alienSel)
			4'd0: alienSel <= alienSel + 6;
			4'd1: 
			if(alien1X == 950) alienSel <=alienSel + 6;
			else
			begin
				returnX <= alien1X;
				returnY <= topY;
			end
			4'd2: 
			if(alien2X == 950)alienSel <= alienSel + 6;
			else
			begin
				returnX <= alien2X;
				returnY <= topY;
			end
			4'd3: 
			if(alien3X == 950)alienSel <= alienSel + 6;
			else
			begin
				returnX <= alien3X;
				returnY <= topY;
			end
			4'd4: 
			if(alien4X == 950)alienSel <= alienSel + 6;
			else
			begin
				returnX <= alien4X;
				returnY <= topY;
			end
			4'd5: 
			if(alien5X == 950)alienSel <= alienSel + 6;
			else
			begin
				returnX <= alien5X;
				returnY <= topY;
			end
			4'd6: 
			if(alien6X == 950)alienSel <= alienSel + 6;
			else
			begin
				returnX <= alien6X;
				returnY <= midY;
			end
			4'd7: 
			if(alien7X == 950)alienSel <= alienSel + 6;
			else
			begin
				returnX <= alien7X;
				returnY <= midY;
			end
			4'd8: 
			if(alien8X == 950)alienSel <= alienSel + 6;
			else
			begin
				returnX <= alien8X;
				returnY <= midY;
			end
			4'd9: 
			if(alien9X == 950)alienSel <= alienSel + 6;
			else
			begin
				returnX <= alien9X;
				returnY <= midY;
			end
			4'd10: 
			if(alien10X == 950)alienSel <= alienSel + 6;
			else
			begin
				returnX <= alien10X;
				returnY <= midY;
			end
			4'd11: 
			if(alien11X == 950)alienSel <= alienSel + 6;
			else
			begin
				returnX <= alien11X;
				returnY <= botY;
			end
			4'd12: 
			if(alien12X == 950)alienSel <= alienSel + 6;
			else
			begin
				returnX <= alien12X;
				returnY <= botY;
			end
			4'd13: 
			if(alien13X == 950)alienSel <= alienSel + 6;
			else
			begin
				returnX <= alien13X;
				returnY <= botY;
			end
			4'd14: 
			if(alien14X == 950)alienSel <= alienSel + 6;
			else
			begin
				returnX <= alien14X;
				returnY <= botY;
			end
			4'd15: 
			if(alien15X == 950)alienSel <= alienSel + 6;
			else
			begin
				returnX <= alien15X;
				returnY <= botY;
			end
			endcase
		end
		else
		begin
			returnY <= returnY + 10;
		end
	end
	 always @ (posedge Clk)  
	 begin
		if(direction)
		begin
			if(base > 25)
			begin
				direction <= 0;
				topY <= topY + 7;
				midY <= midY + 7;
				botY <= botY + 7;
			end
			else
			begin
				alien1X <= alien1X + 2; 		
				alien2X <= alien2X + 2;
				alien3X <= alien3X + 2;
				alien4X <= alien4X + 2;
				alien5X <= alien5X + 2;
				alien6X <= alien6X + 2;
				alien7X <= alien7X + 2;
				alien8X <= alien8X + 2;
				alien9X <= alien9X + 2;
				alien10X <= alien10X + 2;
				alien11X <= alien11X + 2;
				alien12X <= alien12X + 2;
				alien13X <= alien13X + 2;
				alien14X <= alien14X + 2;
				alien15X <= alien15X + 2;
				base <= base + 1;
			end
		end
		else
		begin
		if(base == 0)
		begin
				direction <=1;
				topY <= topY + 7;
				midY <= midY + 7;
				botY <= botY + 7;
		end
			else
			begin
				base <= base-1;
				alien1X <= alien1X - 2; 		
				alien2X <= alien2X - 2;
				alien3X <= alien3X - 2;
				alien4X <= alien4X - 2;
				alien5X <= alien5X - 2;
				alien6X <= alien6X - 2;
				alien7X <= alien7X - 2;
				alien8X <= alien8X - 2;
				alien9X <= alien9X - 2;
				alien10X <= alien10X - 2;
				alien11X <= alien11X - 2;
				alien12X <= alien12X - 2;
				alien13X <= alien13X - 2;
				alien14X <= alien14X - 2;
				alien15X <= alien15X - 2;
			end
		end
		if(reset || gameOver)
		begin
			direction <= 1;
			base <= 0;
			projectileX <= 10'd900;
			projectileY <= 0;
			alien1X <= 10'd75; 		
			alien2X <= 10'd175;
			alien3X <= 10'd275;
			alien4X <= 10'd375;
			alien5X <= 10'd475;
			alien6X <= 10'd150;
			alien7X <= 10'd250;
			alien8X <= 10'd350;
			alien9X <= 10'd450;
			alien10X <= 10'd550;
			alien11X <= 10'd75;
			alien12X <= 10'd175;
			alien13X <= 10'd275;
			alien14X <= 10'd375;
			alien15X <= 10'd475;
			topY <= 10'd50;
			midY <= 10'd100;
			botY <= 10'd150;
			score <= 0;
		end
		 else if(projectileX == 10'd900 )  
		 begin
			if(shoot)  
			begin
				projectileX <= position;
				projectileY <= 400;
			end
		 end
		 else if(projectileY == 0)  
		 begin
			projectileX <= 10'd900;  
			projectileY <= 10;
		 end
		 else if( projectileY <= topY +10 && projectileY >= topY-10)  
		 begin 
			if(projectileX <= alien1X+20 && projectileX >=alien1X-20)
			begin
				projectileX <= 10'd900;
				projectileY <=10;
				alien1X <= 10'd950;
				score <= score + 1;
			end
			else if(projectileX <= alien2X+20 && projectileX >=alien2X-20)
			begin
				projectileX <= 10'd900;
				projectileY <= 10;
				alien2X <= 10'd950;
				score <= score + 1;
			end
			else if(projectileX <= alien3X+20 && projectileX >=alien3X-20)
			begin
				projectileX <= 10'd900;
				projectileY <= 10;
				alien3X <= 10'd950;
				score <= score + 1;
			end
			else if(projectileX <= alien4X+20 && projectileX >=alien4X-20)
			begin
				projectileX <= 10'd900;
				projectileY <= 10;
				alien4X <= 10'd950;
				score <= score + 1;
			end
			else if(projectileX <= alien5X+20 && projectileX >=alien5X-20)
			begin
				projectileX <= 10'd900;
				projectileY <=0;
				alien5X <= 10'd950;
				score <= score + 1;
			end
			else
				projectileY <= projectileY - 10;
		 end
		 else if( projectileY <= midY +10 && projectileY >= midY-10)  
		 begin
			if(projectileX <= alien6X+20 && projectileX >=alien6X-20)
			begin
				projectileX <= 10'd900;
				projectileY <=0;
				alien6X <= 10'd950;
				score <= score + 1;
			end
			else if(projectileX <= alien7X+20 && projectileX >=alien7X-20) 
			begin
				projectileX <= 10'd900;
				projectileY <=0;
				alien7X <= 10'd950;
				score <= score + 1;
			end
			else if(projectileX <= alien8X+20 && projectileX >=alien8X-20)
			begin
				projectileX <= 10'd900;
				projectileY <=0;
				alien8X <= 10'd950;
				score <= score + 1;
			end
			else if(projectileX <= alien9X+20 && projectileX >=alien9X-20)
			begin
				projectileX <= 10'd900;
				projectileY <=0;
				alien9X <= 10'd950;
				score <= score + 1;
			end
			else if(projectileX <= alien10X+20 && projectileX >=alien10X-20)
			begin
				projectileX <= 10'd900;
				projectileY <=0;
				alien10X <= 10'd950;
				score <= score + 1;
			end
			else
				projectileY <= projectileY - 10;
		 end
		 else if( projectileY <= botY +10 && projectileY >= botY-10)  
		 begin
			if(projectileX <= alien11X+20 && projectileX >=alien11X-20)
			begin
				projectileX <= 10'd900;
				projectileY <=0;
				alien11X <= 10'd950;
				score <= score + 1;
			end
			else if(projectileX <= alien12X+20 && projectileX >=alien12X-20)
			begin
				projectileX <= 10'd900;
				projectileY <=0;
				alien12X <= 10'd950;
				score <= score + 1;
			end
			else if(projectileX <= alien13X+20 && projectileX >=alien13X-20)
			begin
				projectileX <= 10'd900;
				projectileY <=0;
				alien13X <= 10'd950;
				score <= score + 1;
			end
			else if(projectileX <= alien14X+20 && projectileX >=alien14X-20)
			begin
				projectileX <= 10'd900;
				projectileY <=0;
				alien14X <= 10'd950;
				score <= score + 1;
			end
			else if(projectileX <= alien15X+20 && projectileX >=alien15X-20)
			begin
				projectileX <= 10'd900;
				projectileY <=0;
				alien15X <= 10'd950;
				score <= score + 1;
			end
			else
				projectileY <= projectileY - 10;
		 end
		 else  
		 begin
			projectileY <= projectileY - 10; 
		 end
	 end
endmodule 

===== /design/flow/run.sh =====
#!/bin/bash
# OpenROAD 26Q1-2900-gdf79404cd8, Yosys 0.63+post, stock flow scripts
make -C /OpenROAD-flow-scripts/flow DESIGN_CONFIG=/design/flow/config.mk WORK_HOME=/design/flow/orfs finish

===== /design/flow/config.mk =====
export PLATFORM = sky130hd
export DESIGN_NAME = ee354_spinvaders_sm
export DESIGN_NICKNAME = ee354_spinvaders_sm
export VERILOG_FILES = /design/flow/design.v
export SDC_FILE = /design/flow/constraint.sdc
export NUM_CORES = 4
export LEC_CHECK = 1
export CORE_UTILIZATION = 40

===== /design/flow/constraint.sdc =====
current_design ee354_spinvaders_sm

set clk_period 9.9
set clk_io_pct 0.2

create_clock -name clk0 -period $clk_period [get_ports {Clk}]

set non_clock_inputs [all_inputs -no_clocks]
set_input_delay [expr $clk_period * $clk_io_pct] -clock clk0 $non_clock_inputs
set_output_delay [expr $clk_period * $clk_io_pct] -clock clk0 [all_outputs]

==> summary.txt <==
Results of the flow run.

Post-route period utilization is reported as 0.480. Input and output buffers added on the ports amount to 232. The largest total area in the synthesized netlist belongs to ha_1. The met3 global-route usage stands at 0.0595. The cell depth of the worst flop-to-flop path stands at 14. Timing analysis after detailed placement gives a worst setup slack of 4.77 ns. TritonCTS built the clock tree. The flow reported a cell area power density of 138 nW/um2.

The floorplan step defined a die boundary enclosing 65700 um2. The number of clock buffers added by TritonCTS is 30. Counting flops with a built-in enable in the synthesized netlist gives 0.

The clock skew stands at 0.0146 ns. The distinct cell type count after synthesis stands at 90. Note that the worst hold path type here is flip-flop to flip-flop. Setup repair after global routing left no endpoint under its margin.

For the worst setup path, the data required time is 10.41 ns. The pin closest to its max-slew limit shows a slew of 1.07 ns. During I/O placement, the number of pins put on the boundary was 239.

From left edge to right edge, the die measures 256 um. CTS reports a maximum clock tree buffer depth of 3. The run finished with clean final reports.

The share of the core area taken by cells at floorplan is 0.407. The number of violations reported at the end of detailed-routing iteration 0 stands at 1755. Entering global routing, the biggest net connects 53 pins. In this run the clock root is driven by a clkbuf_16. For reference, the clock transition at the flip-flops on the worst setup and hold paths is 0.06 ns. Per the STA report, the cell with the highest stage delay on the worst path is a211oi_1. In the placement report, post-DP HPWL is listed as 64000 um. The first global-routing pass estimated 137000 um of wire. The flow reports an fmax of 211 MHz. The portion of synthesized area spent on multiplexers is 0.00619. For reference, the critical path is captured by projectileX[8]$_SDFFE_PP1P_. The critical path starts at alien12X[2]$_SDFF_PP1_. The leakage dissipation stands at 12.1 nW. The maximum vdd drop stands at 0.137 mV. The timing report lists the critical path depth as 14 cells.

In the final report, the number of hold violations comes to 0. The share of post-route cells with drive strength above 1 stands at 0.0360. Of the total synthesized cell area, the portion taken by AND, OR, NAND and NOR gates is 0.210. The worst setup path is launched from a flip-flop.

The longest incremental delay of any stage on the critical path is reported as 0.86 ns. From bottom edge to top edge, the die measures 256 um. met2 track demand over resource after global routing is 0.409. The DRC violation count after routing stands at 0. The global-route met1 utilization stands at 0.390. Adding up every negative setup slack in the final design gives 0 ns. The initial antenna violation count stands at 1.

The worst path needs 4.75 ns of the cycle, external delays included. The H-tree level count stands at 1. Summing internal, switching and leakage power gives 4.12 mW. The count of endpoints failing setup in the final report stands at 0. The number of antenna diodes in the final layout is 0.

The final routed wire length divided by cell count stands at 20.6 um. In this run, the synthesized area fraction spent on adder and majority cells is recorded as 0.214. The number of cells in the yosys synthesis report stands at 3309. The via count of the first global-routing pass was 22.8k. The worst-case setup margin in the final layout stands at 5.15 ns. Buffers added to address setup during post-CTS repair amount to 0. The count of standard-cell rows stands at 92. The area of the core stands at 63500 um2. Headroom to the max-slew limit came out at 0.280. By area the synthesized netlist is led by ha_1, dfxtp_1, xnor2_1, xor2_1, nand2_1. Together, buffers and inverters on the worst path number 0. Warnings reported by Yosys during synthesis add up to 1. STA classifies the critical path endpoint as a flip-flop. The number of max-cap violations stands at 0. For the worst setup path, the data arrival time is 5.26 ns. After synthesis the cells add up to 25900 um2. The number of buffers inserted for hold repair after clock tree synthesis stands at 0. The area growth from synthesis to layout is 15.4%. The chip area line in the Yosys stat output reads 25900 um2. Counting stages on the worst path, the most repeated cell is ha_1. The cell-mix breakdown from Yosys lists the XOR/XNOR area share as 0.134. The final wirelength stands at 88600 um. A synthesized cell averages 7.82 um2. The final max-slew violation count recorded for this run is 0. The number of instances resized during post-cts repair stands at 0. For this run, asynchronously set or reset flops after synthesis account for 0. met2 is the most crowded layer. Broken down by cell family, the worst path's largest delay share belongs to AND-OR/OR-AND gates.

The report gives the cell count of the worst hold path as 2. Setup slack on the worst reg-to-reg path comes out at 5.15 ns. The sink count of the clock tree stands at 242. The cell sequence reported for the critical path is ha_1 > o21a_1 > nand3_1 > xor2_1 > ha_1 > nand4_1 > nor2_1 > o21ai_0 > a211oi_1 > nor3_1 > o41ai_1 > a21o_1 > or2_1 > mux2i_1.

The critical path is of the flip-flop to flip-flop type. Dividing the detail-routed via count by the number of cells gives 5.76. The share of synthesized cell area in and-or and or-and compound cells stands at 0.200.

The area fraction of the largest cell type after synthesis is 0.212. Among the non-sequential cells, adder cells take the most area. Of the synthesized area, sequential elements account for 0.187. The gate count of the mapped netlist stands at 3309. Warnings raised by the tools during the run amount to 87. The worst register-to-register path begins at alien12X[2]$_SDFF_PP1_. The detail route stage leaves a number of antenna-violating nets equal to 0. Once layout is complete, the utilization of the core stands at 0.470. The routed via count stands at 24.7k. The total congestion overflow stands at 0.

Overall routing resource usage recorded by global route was 0.270. According to the report, the first pass of detailed routing completed in 6 iterations. Looking at the reg2reg group, the worst path ends at projectileX[8]$_SDFFE_PP1P_.

Per the synth log, the flip-flop and latch total comes to 242. The biggest fanout along the worst timing path stands at 10. As reported, the later end of the worst-skew pair has a clock insertion delay of 0.59 ns.

Post-synth the commonest register cell is dfxtp_1. The final weighted congestion recorded by global placement is 0.964.
[synthesized netlist by cell type (15+ instances only)]
library cell / instances
ha_1: 439
nand2_1: 302
nor2_1: 271
dfxtp_1: 242
a21oi_1: 221
xnor2_1: 212
xor2_1: 183
o21ai_0: 163
inv_1: 121
clkbuf_1: 118
nand3_1: 112
nor3_1: 83
nand4_1: 67
nor2b_1: 48
o211ai_1: 45
a211oi_1: 44
a21o_1: 41
o21a_1: 35
or3_1: 35
a22oi_1: 32
buf_1: 32
nor4_1: 32
and3_1: 26
nand2b_1: 26
o21ai_1: 24
buf_2: 23
o2111ai_1: 22
a31oi_1: 21
or4_1: 21
a221oi_1: 19
and2_1: 19
mux2i_1: 16
buf_4: 15
[stage by stage]
stage,hold slack (ns),area (um2),cells
after CTS,0.474,29900,4291
final,0.472,29900,4291
after global routing,0.483,29900,4291
after global placement,0.459,28800,4238
after floorplan,0.427,25900,3315
after detailed placement,0.466,28800,4238
[report_power, final]
group,leakage (nW),switching (mW),internal [mW]
Sequential,1.97,0.191,1.02
Combinational,9.58,0.990,0.701
Clock,0.528,0.463,0.755
[layout by cell type (no fill, tap or decap), types with 31 or more instances in the layout]
cell type	netlist	layout
ha_1	439	439
buf_4	15	36
or3_1	35	35
a211oi_1	44	44
o21a_1	35	35
o21ai_0	163	163
nor3_1	83	83
a21o_1	41	41
nand4_1	67	67
xor2_1	183	183
nor2_1	271	270
clkbuf_16	0	31
clkdlybuf4s50_1	0	232
a21oi_1	221	221
xnor2_1	212	212
nor2b_1	48	48
inv_1	121	121
nand2_1	302	301
nand3_1	112	112
a22oi_1	32	32
nor4_1	32	32
dfxtp_1	242	235
o211ai_1	45	45
[metal layers]
layer | vias to the layer above | wire (um)
met1 | 11500 | 40200
li1 | 12200 | -
met2 | 812 | 38600
met5 | - | 17
met4 | 2 | 2750
met3 | 131 | 7060
[state kept, by name (all words and copies together) (netlist names), 10 cells and up]
register / cells
returnX: 10
topY: 10
alien3X: 10
botY: 10
alien12X: 10
position: 10
returnY: 10
alien4X: 10
alien2X: 10
alien11X: 10
alien14X: 10
alien15X: 10
midY: 10
projectileX: 10
alien13X: 10
alien5X: 10
alien1X: 10
base: 10
[kinds of logic (layout without fill, tap and decap cells)]
logic type | count (synthesis) | in the layout
AND/OR/NAND/NOR | 1107 | 1107
flip-flops | 242 | 242
buffers and inverters | 312 | 442
multiplexers | 16 | 16
other | 1 | 7
XOR/XNOR | 395 | 395
AND-OR/OR-AND | 795 | 795
adder cells (fa/ha/maj) | 441 | 441
[final cells by class]
type	count	area, um2
Clock buffer	38	842
Clock inverter	15	245
Fill cell	6231	33700
Inverter	121	454
Multi-Input combinational cell	2761	19800
Sequential cell	242	4850
Tap cell	846	1060
Timing Repair Buffer	268	2590
[worst register-to-register path, stage by stage, from the launching register on]
cell and delay (ns):
dfxtp_1 0.53, ha_1 0.29, o21a_1 0.19, nand3_1 0.10, xor2_1 0.17, ha_1 0.33
nand4_1 0.15, nor2_1 0.12, o21ai_0 0.08, a211oi_1 0.86, nor3_1 0.22, o41ai_1 0.64
a21o_1 0.35, or2_1 0.43, mux2i_1 0.23
[worst min-delay path by stage]
| stage | from | endpoint | slack (ns) |
|---|---|---|---|
| after global routing | base[8]$_SDFFE_PP0P_ | base[8]$_SDFFE_PP0P_ | 0.48 |
| after CTS | base[5]$_SDFFE_PP0P_ | base[5]$_SDFFE_PP0P_ | 0.47 |
| final | base[5]$_SDFFE_PP0P_ | base[5]$_SDFFE_PP0P_ | 0.47 |
Power and IR drop assume default switching activity.
